`config.mk`:
```
export PLATFORM = sky130hd
export DESIGN_NAME = fpgaio
export DESIGN_NICKNAME = fpgaio
export VERILOG_FILES = /design/flow/design.v
export SDC_FILE = /design/flow/constraint.sdc
export NUM_CORES = 4
export LEC_CHECK = 1
export CORE_AREA = 10 10 97 97
export DIE_AREA = 0 0 107 107
```
`constraint.sdc`:
```
current_design fpgaio

set clk_period 6.4
set clk_io_pct 0.2

create_clock -name clk0 -period $clk_period [get_ports {clk}]

set non_clock_inputs [all_inputs -no_clocks]
set_input_delay [expr $clk_period * $clk_io_pct] -clock clk0 $non_clock_inputs
set_output_delay [expr $clk_period * $clk_io_pct] -clock clk0 [all_outputs]
```
`run.sh`:
```
#!/bin/bash
# OpenROAD 26Q1-2900-gdf79404cd8, Yosys 0.63+post, stock flow scripts
make -C /OpenROAD-flow-scripts/flow DESIGN_CONFIG=/design/flow/config.mk WORK_HOME=/design/flow/orfs finish
```
`design.v`:
```
module fpgaio (
    input wire clk,
    input wire reset,
    output reg redled1
);
reg [31:0] clockbitz = 32'd0;
always @(posedge clk) begin
    if (reset) begin
        redled1 <= 1'b0;
        clockbitz <= 32'd0;
    end
    else begin
        clockbitz <= clockbitz + 32'd1;
        if (clockbitz == 32'd50000000) begin
            redled1 <= ~redled1;
            clockbitz <= 32'd0;
        end
    end
end
endmodule
```
==> results.sh <==
# physical design summary
export IMPL_crit_buf_inv=1
export IMPL_preCtsSetupSlack_ns=3.96
export IMPL_drt_wl_total_um=3140
export IMPL_crit_start="redled1$_SDFFE_PP0N_"
export IMPL_post_cts_buffers=0
export IMPL_critPathSlowestCell="clkdlybuf4s50_1"
export IMPL_cp_max_fo=3
export IMPL_p_seq_frac=0.498
export IMPL_rsz0062_at_grt="false"
export IMPL_r2r_end="clockbitz[26]$_SDFF_PP0_"
export IMPL_ys_flops=33
export IMPL_reg2reg_depth=5
export IMPL_r2r_start="clockbitz[0]$_SDFF_PP0_"
export IMPL_ir_drop_v=0.000130
export IMPL_clk_pin_slew_ns=0.07
export IMPL_clockPowerShare=0.480
export IMPL_yosysTopAreaCellShare=0.413
export IMPL_io_buffers=2
export IMPL_topCellsByArea="dfxtp_1 41%, or4_1 6.1%, a21oi_1 5.9%"
export IMPL_synth_chip_area_um2=1600
export IMPL_syn2layout_area_growth_pct=13.2
export IMPL_ff2ff_setup_slack_ns=3.94
export IMPL_clockBufferDepth=2
export IMPL_combPwrFrac=0.022
export IMPL_fp_coreArea_um2=7290
export IMPL_cts_buffers=5
export IMPL_start_kind="flop"
export IMPL_path_cells="clkdlybuf4s50_1"
export IMPL_lay_top_cells="33 x dfxtp_1, 19 x a21oi_1, 15 x nor2_1"
export IMPL_htreeDepth=2
export IMPL_lay_top_count="dfxtp_1"
export IMPL_power_density_nw_per_um2=232
export IMPL_track_usage=0.0551
export IMPL_internal_power_mw=0.337
export IMPL_fp_util=0.219
export IMPL_ys_seq_share=0.413
export IMPL_ant_nets=0
export IMPL_routed_via_density=4.66
export IMPL_cts_sinks=33
export IMPL_worst_slack_ns=3.94
export IMPL_die_area_um2=11400
export IMPL_routed_via_count=1342
export IMPL_antenna_found_initial=0
export IMPL_maxCapViolCount=0
export IMPL_cp_endpoint="redled1"
export IMPL_syn_area_um2=1600
export IMPL_grt_pass1_wl_um=5490
export IMPL_worstMarginPinSlew_ns=0.576
export IMPL_clock_latency_ns=0.28
export IMPL_setup_viol=0
export IMPL_grt_max_degree=33
export IMPL_cts_root_buf="clkbuf_8"
export IMPL_grt_overflow=0
export IMPL_p_leak_nw=0.497
export IMPL_netlist_instances=188
export IMPL_cts_resized=0
export IMPL_period_used=0.384
export IMPL_slew_headroom=0.616
export IMPL_die_y_um=107
export IMPL_gp_congestion=0.782
export IMPL_hold_class="reg2reg"
export IMPL_p_sw_mw=0.0826
export IMPL_fmax_mhz=407
export IMPL_crit_family="buffers and inverters"
export IMPL_rows=31
export IMPL_cp_data_arrival_time_ns=1.18
export IMPL_die_x_um=107
export IMPL_syn_avg_cell_area_um2=8.51
export IMPL_ys_types=28
export IMPL_dp_cells=280
export IMPL_cts_tree="built"
export IMPL_drive_gt1_frac=0.0635
export IMPL_status="finished, final reports clean"
export IMPL_yosysCellCount=188
export IMPL_drc=0
export IMPL_p_sw_frac=0.197
export IMPL_log_warning_count=26
export IMPL_finalClockSkew_ns=0.00682
export IMPL_path_depth=1
export IMPL_cts_hold_buf=0
export IMPL_instances_no_fill=288
export IMPL_hold_viol_final=0
export IMPL_slew_violations=0
export IMPL_required_ns=5.12
export IMPL_placed_cell_area_um2=1690
export IMPL_drtPass1Iterations=4
export IMPL_endpoint_kind="primary output"
export IMPL_dp_hpwl_um=2000
export IMPL_max_stage_delay_ns=0.51
export IMPL_nFillCells=827
export IMPL_antenna_cells=0
export IMPL_io_pins=3
export IMPL_dr_first_iter_drc_count=99
export IMPL_avgRoutedWirePerCell_um=10.9
export IMPL_first_global_vias=1174
export IMPL_fin_tns_setup_ns=0
export IMPL_yosysTopAreaCell="dfxtp_1"
export IMPL_yosysWarnings=1
export IMPL_period_minus_slack_ns=2.46
export IMPL_crit_type="reg2out"
export IMPL_design_area_um2=1810
## flip-flops by register name (all words and copies together) (netlist names)
signal and flops:
clockbitz 32, redled1 1
## layout make-up
cell class | count | area (um2) | share of cell area
clock buffer | 7 | 86.3 | 0.0477
clock inverter | 1 | 30.0 | 0.0166
inverter | 7 | 26.3 | 0.0145
multi-input combinational | 138 | 856 | 0.473
sequential | 33 | 661 | 0.365
tap | 99 | 124 | 0.0684
timing repair buffer | 3 | 27.5 | 0.0152
## worst register-to-register path: stages, from the launching register on
cell,delay [ns]
dfxtp_1,0.40
ha_1,0.27
nand4_1,0.14
or4_1,0.83
or4_1,0.60
a21oi_1,0.14
## power groups by stage
stage	registers [mW]	logic [mW]	clock network, mW
final	0.209	0.00907	0.202
after global routing	0.209	0.0104	0.215
after CTS	0.209	0.00929	0.207
## synth_stat cells (all sizes together)
cell	number
a21oi	20
and2	1
and3	2
and4	2
buf	7
clkbuf	3
dfxtp	33
ha	2
inv	7
nand2	10
nand3	10
nand4	11
nor2	15
nor3	4
nor4b	3
o21ai	9
o21bai	1
o31ai	11
or3	9
or4	15
or4b	2
xnor2	7
xor2	4
## worst min-delay path by stage
stage,startpoint,end,slack (ns),cells past startpoint
4_1_cts,clockbitz[0]$_SDFF_PP0_,clockbitz[0]$_SDFF_PP0_,0.49,1
5_1_grt,clockbitz[0]$_SDFF_PP0_,clockbitz[0]$_SDFF_PP0_,0.52,1
6_report,clockbitz[0]$_SDFF_PP0_,clockbitz[0]$_SDFF_PP0_,0.49,1
## routing by layer
layer,GRT usage,share of wire
met1,0.0766,0.53
met2,0.0834,0.41
met3,0.0164,0.040
met4,0.0106,0.020
met5,0,0
## metrics by stage
step           total power, mW  hold slack, ns  utilization
4_1_cts                  0.426           0.487        0.248
6_report                 0.420           0.485        0.248
2_1_floorplan            0.221           0.439            -
3_3_place_gp             0.223           0.459        0.232
3_5_place_dp             0.223           0.469        0.232
5_1_grt                  0.435           0.517        0.248
## logic make-up (layout without fill, tap and decap cells)
family,count (synthesis),count (layout),synth area share
compound gates,41,41,0.152
buf+inv,17,18,0.0516
simple gates,84,84,0.308
flops,33,33,0.413
fa+ha+maj,2,2,0.0156
xor+xnor,11,11,0.0602
Power figures rest on the tool's default switching activity, not on a simulated workload.
