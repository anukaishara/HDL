==> ./config.mk <==
export PLATFORM = sky130hd
export DESIGN_NAME = counter
export DESIGN_NICKNAME = counter
export VERILOG_FILES = /design/flow/design.v
export SDC_FILE = /design/flow/constraint.sdc
export NUM_CORES = 4
export LEC_CHECK = 1
export CORE_AREA = 10 10 70 70
export DIE_AREA = 0 0 80 80
==> ./constraint.sdc <==
current_design counter

set clk_period 1.5
set clk_io_pct 0.2

create_clock -name clk0 -period $clk_period [get_ports {clk}]

set non_clock_inputs [all_inputs -no_clocks]
set_input_delay [expr $clk_period * $clk_io_pct] -clock clk0 $non_clock_inputs
set_output_delay [expr $clk_period * $clk_io_pct] -clock clk0 [all_outputs]
==> ./design.v <==
module counter #(
    parameter WIDTH = 8    
)(
    input wire clk,
    input wire reset,      
    input wire enable,     
    output reg [WIDTH-1:0] count
);
    always @(posedge clk) begin
        if (reset) begin
            count <= {WIDTH{1'b0}};
        end
        else if (enable) begin
            count <= count + 1;
        end
    end
endmodule
==> ./run.sh <==
#!/bin/bash
# OpenROAD 26Q1-2900-gdf79404cd8, Yosys 0.63+post, stock flow scripts
make -C /OpenROAD-flow-scripts/flow DESIGN_CONFIG=/design/flow/config.mk WORK_HOME=/design/flow/orfs finish
==> impl_metrics.toml <==
# synthesis and place-and-route metrics
[worst_setup_path]
required_ps = 1200
worstPathCellList = "clkdlybuf4s50_1"
critPathBufInv = 1
cp_top_family = "buffers and inverters"
critical_path.max_fanout = 5
endpoint_kind = "output port"
worstSetupPathType = "flip-flop to output port"
start_kind = "flip-flop"
cp_slowest_cell = "clkdlybuf4s50_1"
crit_path_max_incr_delay_ps = 500
arrival_ps = 1140

[detailed_routing]
routed_wl_um = 831
wl_per_cell_um = 8.656
drtPass1Iterations = 2
drtIter0Drc = 4
viasPerCell = 3.177
antenna-diode-count = 0
drc = 0
vias = 305
ant_nets = 0

[cts]
cts_tree = "built"
cts_buffer_depth = 2
cts_made_buffers = 3
clkTransAtPathRegs_ps = 50
htree_levels = 1
clock-root-buffer = "clkbuf_4"
clk-insertion-delay-late_ps = 260
clkSinkCount = 8

[grt]
track_usage_pct = 2.837
overflow = 0
grt_max_degree = 9
antenna_found_initial = 0
grt_pass1_vias = 313
grt_pass1_wl_mm = 1.428

[floorplanning]
fp.dieH_um = 80
design.core.area_mm2 = 0.003416
ioPinCount = 11
die_x_um = 80
rows = 21
initCoreUtil_pct = 9.927
die_area_mm2 = 0.006400

[pwr]
worst_ir_drop_vdd_mv = 0.3939
powerDensity_mw_per_mm2 = 814.8
total_leakage_power_nw = 0.1853

[cells_and_area]
layout-drive-gt1-share_pct = 18.00
synthToLayoutAreaGrowth_pct = 55.35
nFillCells = 398
reg_top3 = "count (8)"
regMostFlops = "count"
finalNonFillerCells = 96
largest_reg_flops = 8
utilization_pct = 15.42
flop_area_um2 = 163.9
logic_area_um2 = 167.7

[status]
status = "finished, final reports clean"

[sta]
relSlewSlack_pct = 80.29
worstMarginPinSlew_ps = 294.8
clock.fmax_mhz = 694.7
period_needed_ps = 1440
skew_ps = 4.736
rsz0062_at_grt = "false"
hold_viol = 0
maxSlewViolCount = 0
fin_crit_sh_pct = 95.97
setup_viol = 0

[synth]
async_flop_share_pct = 0
top_cells_by_count = "dfxtp_1 (8), nor2_1 (5)"
yosysChipArea_um2 = 339.1
ff_type = "dfxtp_1"
synth_flops = 8
syn_avg_cell_area_um2 = 9.164
yosysTopAreaCell = "dfxtp_1"
synth-edff-count = 0
yosys.cell_types.count = 15
synth_warnings = 1
ys_cells = 37
most_common_cell = "dfxtp_1"
ys_seq_share_pct = 47.23
yosys-top-cells-area = "dfxtp_1 (47%), xor2_1 (7.7%), nor2_1 (5.5%), or3_1 (5.5%), a21oi_1 (4.4%)"
synthCells = 37
synth_area_um2 = 339.1
top_cell_area_share_pct = 47.23

[job]
max_cap_viol_count = 0
warnings = 25

[hold_path]
hold_path_class = "flip-flop to flip-flop"

[place]
portBuffers = 10
dp_hpwl_um = 645.1
gp_congestion = 0.7889
dp_cells = 93
-- cell type report --
cell class              instances  share of cell area, %
repair buffers                 12                  21.85
flip-flops and latches          8                  31.12
multi-input cells              27                  31.83
clock buffers                   3                  4.276
well taps                      46                  10.93
-- report_power, final --
part | internal [W] | switching (W) | total, W
registers | 0.000219 | 0.00000749 | 0.000227
clock network | 0.0000917 | 0.0000754 | 0.000167
logic | 0.0000231 | 0.0000122 | 0.0000353
total | 0.000334 | 0.0000952 | 0.000429
-- cells in the final DEF, fill, tap and decap left out, drive strengths merged --
cell	Yosys	final
clkdlybuf4s50	0	10
dfxtp	8	8
nor2	5	5
o21ai	3	3
or3	3	3
a21oi	3	3
xor2	3	3
clkbuf	0	3
nand4	3	3
nand3	2	2
nand2	2	2
buf	2	2
mux2i	1	1
xnor2	1	1
ha	1	1
-- routing by layer --
layer	GRT usage, %	up-vias	wire (um)
met1	4.240	135	489
met4	0	0	0
met3	2.500	0	132
met2	2.970	14	209
met5	0	-	0
li1	-	156	-
-- final timing paths --
| kind | depth (start not counted) | end | slack (ps) | start |
|---|---|---|---|---|
| worst max-delay path | 1 | count[5] | 60 | count[5] |
| worst min-delay path | 2 | count[7] | 490 | count[7] |
| worst max register to register | 4 | count[6] | 240 | count[1] |
| worst min register to register | 2 | count[7] | 490 | count[7] |
-- what timing repair did --
action,in CTS,in global routing
gates resized,1,2
buffers inserted,0,0
hold buffers,0,0
setup endpoints to repair,1,2
cloned,0,0
-- logic make-up after synthesis --
group	count (synthesis)	synth area share (%)
AND/OR/NAND/NOR	15	23.62
flip-flops	8	47.23
AND-OR/OR-AND	6	8.853
XOR/XNOR	4	10.33
buffers and inverters	2	3.321
multiplexers	1	2.952
adder cells (fa/ha/maj)	1	3.689
-- stage by stage --
| step | hold slack [ps] | total power, W | setup slack (ps) | setup TNS, ps | area, um^2 |
|---|---|---|---|---|---|
| final | 493.0 | 0.0004292 | 60.47 | 0 | 526.8 |
| after global placement | 469.8 | 0.0002650 | -48.19 | -62.96 | 500.5 |
| after floorplan | 444.8 | 0.0002467 | 346.2 | 0 | 339.1 |
| after CTS | 499.1 | 0.0004354 | 11.96 | 0 | 524.3 |
| after detailed placement | 490.1 | 0.0002661 | -85.64 | -147.9 | 500.5 |
| after global routing | 534.1 | 0.0004537 | 4.083 | 0 | 526.8 |
Power and IR drop assume default switching activity.
