`design/flow/config.mk`:
```
export PLATFORM = sky130hd
export DESIGN_NAME = state_machine
export DESIGN_NICKNAME = state_machine
export VERILOG_FILES = /design/flow/design.v
export SDC_FILE = /design/flow/constraint.sdc
export NUM_CORES = 4
export LEC_CHECK = 1
export CORE_AREA = 10 10 70 70
export DIE_AREA = 0 0 80 80
```
`design/flow/constraint.sdc`:
```
current_design state_machine

set clk_period 1.6
set clk_io_pct 0.2

create_clock -name clk0 -period $clk_period [get_ports {clk}]

set non_clock_inputs [all_inputs -no_clocks]
set_input_delay [expr $clk_period * $clk_io_pct] -clock clk0 $non_clock_inputs
set_output_delay [expr $clk_period * $clk_io_pct] -clock clk0 [all_outputs]
```
`design/flow/design.v`:
```
module state_machine (
    input clk,            
    input go,             
    input kill,           
    output reg done       
);
    typedef enum logic [1:0] {
        IDLE,            
        ACTIVE,          
        FINISH,         
        ABORT            
    } state_t;
    state_t current_state, next_state;
    reg [6:0] duration_cnt;
    always @ (*) begin
        case (current_state)
            IDLE: begin
                next_state = go ? ACTIVE : IDLE;
            end
            ACTIVE: begin
                if (kill) begin
                    next_state = ABORT;
                end else if (duration_cnt == 7'd100) begin
                    next_state = FINISH;
                end else begin
                    next_state = ACTIVE;
                end
            end
            FINISH: begin
                next_state = IDLE;
            end
            ABORT: begin
                next_state = (!kill) ? IDLE : ABORT;
            end
            default: begin
                next_state = IDLE;
            end
        endcase
    end
    always @ (posedge clk) begin
        current_state <= next_state;
        case (current_state)
            IDLE: begin
                done <= 1'b0;
                duration_cnt <= 7'd0;
            end
            ACTIVE: begin
                if (!kill) begin
                    duration_cnt <= duration_cnt + 1;
                end
            end
            FINISH: begin
                done <= 1'b1;
            end
            ABORT: begin
            end
        endcase
        if (current_state != FINISH) begin
            done <= 1'b0;
        end
    end
endmodule
```
`design/flow/run.sh`:
```
#!/bin/bash
# OpenROAD 26Q1-2900-gdf79404cd8, Yosys 0.63+post, stock flow scripts
make -C /OpenROAD-flow-scripts/flow DESIGN_CONFIG=/design/flow/config.mk WORK_HOME=/design/flow/orfs finish
```
==> deck_impl_summary.md <==
Implementation Results

GRT
  – First-pass GRT wire length: 1390 microns
  – Vias in the first global route: ~340
  – Initial antenna violation count: 0
  – Final global-route overflow total: 0
  – Largest net degree at the start of global routing: 8
  – All-Layer GR Usage: 0.0263

Power
  – Switching share of power: 0.343
  – VDD IR max: 659 uV
  – Clock power frac: 0.168
  – PD cells: 1730 nW/um^2
  – Seq pwr share: 0.526
  – Pint: a little under 700 uW
  – Logic pwr share: 0.306
  – NetSw: 356 uW
  – Pleak: 0.000201 uW

Finish
  – Gate Area: 201 sq um
  – Layout cells sized above 1: 0.118
  – Fillers: about 400
  – Layout area overhead: 25.3%
  – Seq. cell area: 270 sq um

Drt
  – Post-Route WL: 798 microns
  – Router iterations before antenna repair: 2
  – DR vias: roughly 340
  – Met1 WL: 351 microns
  – Antenna cell count: 0
  – Uppermost layer routed: met3
  – Vias per cell: around 3.5
  – 1st-iter DRT viols: 8
  – Wire per inst: 8.23 microns
  – Wire length on met2: about 370 microns
  – DRC: 0
  – Met3 Routed Length: 73 microns
  – Post-detailed-route count of antenna-violating nets: 0

CTS
  – CTS tree: done
  – CTS Buffer Depth: 2
  – # Post-CTS Setup Buffers: 0
  – Clk ins delay skew pair: 0.26 ns
  – Cts repair resizes: 0
  – H-tree depth: 1
  – Root buf cell: clkbuf_4
  – # clock sinks: 10
  – Post-CTS Hold Fix Bufs: 0
  – Clock-pin slew on the worst setup and hold paths: 0.06 ns
  – Cts bufs inserted: 3

STA
  – Tmin final: ~1.4 ns
  – Setup TNS: 0 ns
  – Final Hold Viols: 0
  – Slew HR: 0.807
  – Max-slew violation count: 0
  – Period utilisation layout: 0.850
  – Fmax: 0.735 GHz
  – # setup viols final: 0
  – Tightest Pin Transition: a little under 0.3 ns
  – RSZ-0062 raised after global routing: false
  – Final WS setup: 0.239 ns
  – Clock Skews: 0.00577 ns

Yosys
  – Yosys stat chip area: 479 sq um
  – Post-synth EDFFs: 7
  – Ys Warns: 1
  – Synth Area per Inst: 11.1 sq um
  – Dominant flop cell: edfxtp_1
  – Synth top cell by count: edfxtp_1
  – # Cells Yosys: 43
  – Top cells by count, synth: 7 x edfxtp_1, 5 x nor2_1, 3 x a21oi_1, 3 x dfxtp_1, 3 x nand2_1
  – Post-Syn Area: between 400 and 500 sq um
  – Dominant cell area share: 0.439
  – Distinct lib cells used: 20
  – Gate Count Post-Synth: 43
  – Register share after synthesis: 0.564
  – Synth area leaders: edfxtp_1 44%, dfxtp_1 13%, ha_1 5.2%, nor2_1 3.9%, xor2_1 3.7%
  – FFs w/ async S/R, synth: 0
  – Synth flops: 10
  – Area leader, netlist: edfxtp_1

Worst setup path
  – Worst reg2reg startpoint: duration_cnt[0]
  – CP max stage cell: edfxtp_1
  – Crit. End Element: register
  – Critical path class: register to register
  – Crit path buf inv count: 0
  – Crit start category: register
  – Data arrival, critical path: 1.47 ns
  – Crit path max-delay family: simple AND/OR/NAND/NOR gates
  – CP Launch Point: duration_cnt[0]
  – Worst Path Max Fanout: 4
  – Worst-path cell chain: ha_1 > nand3_1 > or3_1 > a21oi_1
  – Req. time, crit path: 1.71 ns
  – Slowest stage delay, CP: 0.40 ns

Place
  – PortBufs: 3
  – Detailed placer's ending HPWL: 611 microns
  – Pre-CTS setup slack: 0.219 ns
  – Final Wtd Congestion: ~0.7

Worst hold path
  – Hold Crit Class: register to register
  – HP Start: current_state[1]

Floorplan
  – Site Rows: 21
  – Die area: 6400 sq um
  – Num ports: 4
  – Die Width: 80 microns
  – Vertical die size: 80 microns
  – Core ar.: 3420 sq um
  – Fp util: 0.140

Run status
  – Status: complete, no violations

Job
  – Tool warnings: 26
  – Max cap viols: 0
-- power groups by stage --
stage | registers (uW) | clock network (uW) | logic [uW]
6_report | 546 | 175 | 317
5_1_grt | 573 | 190 | 363
4_1_cts | 546 | 182 | 322
-- cell type report --
class | count | share of cell area
inverter | 2 | 0.0125
tap | 46 | 0.0958
clock buffer | 4 | 0.0438
sequential | 10 | 0.450
timing repair buffer | 4 | 0.0625
multi-input combinational | 31 | 0.335
-- state kept, by name, indices dropped and copies added, names as in the netlist --
register and count:
current_state 2, done 1, duration_cnt 7
-- per-layer routing --
metal | GRT usage | vias up
met4 | 0.0106 | 0
li1 | - | 169
met2 | 0.0369 | 9
met5 | 0 | -
met1 | 0.0310 | 159
met3 | 0.0170 | 0
-- logic make-up after synthesis --
group	synth area share
AND-OR/OR-AND	0.0862
AND/OR/NAND/NOR	0.227
buffers and inverters	0.0157
adder cells (fa/ha/maj)	0.0522
flip-flops	0.564
XOR/XNOR	0.0548
-- placed cells by master, fill, tap and decap left out --
cell / n
and2_1: 1
clkdlybuf4s50_1: 3
inv_1: 2
nand2_1: 3
a21oi_1: 3
clkbuf_4: 3
nor2_1: 5
edfxtp_1: 7
xnor2_1: 1
nand3_2: 1
nor3b_2: 1
nand3_1: 2
or3_1: 2
dfxtp_1: 3
clkbuf_1: 1
ha_1: 2
xor2_1: 2
a22o_1: 1
o211ai_1: 1
nand2b_1: 1
nand4b_1: 1
o21ai_0: 2
buf_4: 1
nor2b_1: 2
-- metrics by stage --
stage / total power (uW) / cell area (sq um) / utilization / std cells / hold slack (ns)
2_1_floorplan: 750 / 479 / - / 43 / 0.450
3_3_place_gp: 846 / 574 / 0.168 / 93 / 0.490
3_5_place_dp: 870 / 574 / 0.168 / 93 / 0.496
4_1_cts: 1050 / 601 / 0.176 / 97 / 0.503
5_1_grt: 1130 / 601 / 0.176 / 97 / 0.524
6_report: 1040 / 601 / 0.176 / 97 / 0.503
-- worst paths after layout --
check	depth (start not counted)	slack, ns	end
worst max-delay path	4	0.24	duration_cnt[6]
worst min-delay path	1	0.50	done
worst max register to register	4	0.24	duration_cnt[6]
worst min register to register	1	0.50	done
Power is estimated from default activity; no workload was simulated.
